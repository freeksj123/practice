[design.v]
module cusc (op, func, zero, jump, mem2reg, branch, writemem, aluc, alusrcb, writereg, regdes);
input [5:0] op;
input [5:0] func;
input zero;
output jump;
output mem2reg;
output branch;
output writemem;
output [2:0] aluc;
output alusrcb;
output writereg;
output regdes;
wire rtype;
wire isadd;
wire issub;
wire isand;
wire isor;
wire isslt;
wire islw;
wire issw;
wire isbeq;
wire isj;
assign rtype = (op == 0);
assign isadd = (rtype & (func == 6'b100000));
assign issub = (rtype & (func == 6'b100010));
assign isand = (rtype & (func == 6'b100100));
assign isor  = (rtype & (func == 6'b100101));
assign isslt = (rtype & (func == 6'b101010));
assign islw  = (op == 6'b100011);
assign issw  = (op == 6'b101011);
assign isbeq = (op == 6'b000100);
assign isj   = (op == 6'b000010);
assign jump     = isj;
assign branch   = isbeq & zero;
assign writemem = issw;
assign aluc[2]  = issub | isslt | isbeq;
assign aluc[1]  = islw | issw | isadd | issub | isslt | isbeq;
assign aluc[0]  = isor | isslt;
assign alusrcb  = islw | issw;
assign mem2reg  = islw;
assign writereg = islw | isadd | issub | isand | isor | isslt;
assign regdes   = islw;
endmodule
[run.sh]
#!/bin/bash
# OpenROAD 26Q1-2900-gdf79404cd8, Yosys 0.63+post, stock flow scripts
make -C /OpenROAD-flow-scripts/flow DESIGN_CONFIG=/design/flow/config.mk WORK_HOME=/design/flow/orfs finish
[config.mk]
export PLATFORM = sky130hd
export DESIGN_NAME = cusc
export DESIGN_NICKNAME = cusc
export VERILOG_FILES = /design/flow/design.v
export SDC_FILE = /design/flow/constraint.sdc
export NUM_CORES = 4
export LEC_CHECK = 1
export CORE_AREA = 10 10 70 70
export DIE_AREA = 0 0 80 80
[constraint.sdc]
current_design cusc

set clk_period 2.7
set clk_io_pct 0.2

create_clock -name clk0 -period $clk_period

set non_clock_inputs [all_inputs -no_clocks]
set_input_delay [expr $clk_period * $clk_io_pct] -clock clk0 $non_clock_inputs
set_output_delay [expr $clk_period * $clk_io_pct] -clock clk0 [all_outputs]
==> flow_metrics.env <==
# yosys + openroad results
export IMPL_slew_limit_headroom=0.7769
export IMPL_register_area_um2=0
export IMPL_peakVddDrop_uv=11.83
export IMPL_postSynthSeqShare=0
export IMPL_grt_max_degree=6
export IMPL_routedWlPerCell_um=9.313
export IMPL_die_w_um=80
export IMPL_finalInstanceArea_um2=503.0
export IMPL_crit_fanout=5
export IMPL_synth_distinct_cells=18
export IMPL_avgViaCountPerCell=3.010
export IMPL_setup_ws_ns=0.1369
export IMPL_nClkBuffers=0
export IMPL_yosysChipArea_um2=181.4
export IMPL_whs_ns=1.734
export IMPL_worst_pin_slew_ns=0.3321
export IMPL_grt_pass1_vias=294
export IMPL_port_buffer_count=23
export IMPL_yosys_cells=26
export IMPL_place_ws_ns=0.008783
export IMPL_start_kind="primary input"
export IMPL_place_congestion=0.7624
export IMPL_cts_setup_buffers=0
export IMPL_slew_violations=0
export IMPL_ant_nets=0
export IMPL_syn_area_um2=181.4
export IMPL_ios=23
export IMPL_area_delta_synth_final_pct=177.2
export IMPL_cts_resized=0
export IMPL_die_h_um=80
export IMPL_top_cells_by_count="4 x nor2_1, 3 x nor2b_1, 2 x a31oi_1, 2 x nand2_1, 2 x nand4_1"
export IMPL_largest_area_cell="nor4b_4"
export IMPL_hold_viol=0
export IMPL_avgSynthCellArea_um2=6.978
export IMPL_endpoint_kind="output port"
export IMPL_crit_type="in -> out"
export IMPL_warnings=32
export IMPL_top_area_frac=0.1310
export IMPL_crit_path_frequent_cell="clkdlybuf4s50_1"
export IMPL_ff_count=0
export IMPL_wl_um=894
export IMPL_setup_viol=0
export IMPL_rows=21
export IMPL_cpPeakStageDelay_ns=0.49
export IMPL_antenna_found_initial=0
export IMPL_rsz0062_at_grt="no"
export IMPL_antenna_cells=0
export IMPL_via_count=289
export IMPL_yosysWarnings=0
export IMPL_ctsHoldBuffers=0
export IMPL_floorplan_core_util=0.05311
export IMPL_grt_pass1_wl_mm=1.304
export IMPL_final_cells=96
export IMPL_path_delay_family="buffers and inverters"
export IMPL_path_buffers=2
export IMPL_yosysMostFrequentCell="nor2_1"
export IMPL_gr_total_overflow=0
export IMPL_leakage_nw=0.2115
export IMPL_required_ns=2.16
export IMPL_drv_cap=0
export IMPL_area_leaders="nor4b_4 13%, nor4_4 12%, nor2b_1 10%"
export IMPL_hold_class="in -> out"
export IMPL_drt_pre_antenna_iters=2
export IMPL_coreArea_mm2=0.003416
export IMPL_cp_slowest_cell="clkdlybuf4s50_1"
export IMPL_dp_cells=96
export IMPL_finish_utilization=0.1473
export IMPL_max_freq_mhz=390.2
export IMPL_syn_inst=26
export IMPL_drc_errors=0
export IMPL_place_hpwl_um=836.3
export IMPL_tns_ns=0
export IMPL_p_per_area_mw_per_mm2=82.01
export IMPL_outcome="completed"
export IMPL_grt_usage=0.02424
export IMPL_die_area_mm2=0.006400
export IMPL_arrival_ns=2.02
export IMPL_drive_above_1_share=0.1800
export IMPL_fin_crit_sh=0.9493
export IMPL_drt_iter0_drc=11
export IMPL_placed_area_um2=476.7
export IMPL_fin_crit_ns=2.563
export IMPL_cp_cell_sequence="clkdlybuf4s50_1 -> nor4_4 -> nand2_2 -> o22ai_2 -> clkdlybuf4s50_1"
export IMPL_totalPowerFinal_mw=0.04125
-- tightest hold or removal path, cell delays in order --
cell             delay, ns
dlymetal6s2s_1        0.17
nor4_1                0.09
clkdlybuf4s50_1       0.40
-- kinds of logic (layout without fill, tap and decap cells) --
family / Yosys count / count (layout) / share of synthesized area
buffers and inverters: 2 / 26 / 0.06206
AND-OR/OR-AND: 4 / 4 / 0.1310
AND/OR/NAND/NOR: 20 / 20 / 0.8069
-- worst paths after layout --
| kind | start | end | slack [ns] | cells after the start |
|---|---|---|---|---|
| worst min-delay path | op[5] | jump | 1.73 | 3 |
| worst max-delay path | op[0] | writereg | 0.14 | 5 |
-- cell type report --
class / count / area, um^2
Fill cell: 385 / 2913
Timing Repair Buffer: 25 / 260.3
Multi-Input combinational cell: 24 / 181.4
Tap cell: 46 / 57.56
Inverter: 1 / 3.754
-- where the power goes --
| group | internal [mW] | switching (mW) |
|---|---|---|
| sequential | 0 | 0 |
| clock | 0 | 0 |
| combinational | 0.0258 | 0.0155 |
-- per-layer routing --
| layer | routed length, um | up-vias | track usage |
|---|---|---|---|
| met5 | 0 | - | 0 |
| met4 | 0 | 0 | 0 |
| met1 | 319 | 130 | 0.02307 |
| li1 | - | 146 | - |
| met2 | 463 | 13 | 0.05056 |
| met3 | 111 | 0 | 0.007955 |
-- cell usage in the layout, fill, tap and decap left out --
master	synthesis	routed
inv_1	1	1
nor2_2	0	2
nor4b_4	1	1
nand3_1	1	1
o21ai_0	1	1
nand2b_1	1	1
nand2_1	2	2
buf_4	1	2
and3_2	1	1
clkdlybuf4s50_1	0	17
nor2_1	4	2
a31oi_1	2	2
nor4bb_1	1	1
nand4_1	2	2
o22ai_2	0	1
nor4_1	1	1
and2_1	1	1
nor4_4	1	1
nand2_2	1	1
nor2b_1	3	3
dlymetal6s2s_1	0	6
Power and IR drop assume default switching activity.
