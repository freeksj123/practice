==> ./design.v <==
module alu (control, a, b, r, zero);
input [2:0] control;
input [31:0] a;
input [31:0] b;
output [31:0] r;
output zero;
wire [31:0] s;
assign s = control[2] ? (a-b) : (a+b);
assign zero = (r == 0);
always@(*) begin
  case (control[1:0])
    2'b00: r <= a & b;     
    2'b01: r <= a | b;     
    2'b10: r <= s;         
    2'b11: r <= {{31{1'b0}}, s[31]};     
  endcase
end
endmodule
==> ./run.sh <==
#!/bin/bash
# OpenROAD 26Q1-2900-gdf79404cd8, Yosys 0.63+post, stock flow scripts
make -C /OpenROAD-flow-scripts/flow DESIGN_CONFIG=/design/flow/config.mk WORK_HOME=/design/flow/orfs finish
==> ./config.mk <==
export PLATFORM = sky130hd
export DESIGN_NAME = alu
export DESIGN_NICKNAME = alu
export VERILOG_FILES = /design/flow/design.v
export SDC_FILE = /design/flow/constraint.sdc
export NUM_CORES = 4
export LEC_CHECK = 1
export CORE_UTILIZATION = 30
==> ./constraint.sdc <==
current_design alu

set clk_period 22.0
set clk_io_pct 0.2

create_clock -name clk0 -period $clk_period

set non_clock_inputs [all_inputs -no_clocks]
set_input_delay [expr $clk_period * $clk_io_pct] -clock clk0 $non_clock_inputs
set_output_delay [expr $clk_period * $clk_io_pct] -clock clk0 [all_outputs]
==> notes.md <==
impl run done, here's what came out: status=finished, final reports clean, Power Total=between 0.0001 and 0.00015 W, Hold Buf Count CTS=0, crit path time final=14.20 ns, max frequency=70.4 MHz, row count=37, startpoint class of the critical path=input pin, Synthesis Warnings=5, fin crit share=between 60% and 70%, pwr dens=about 33 mW/mm², final wirelength=12.5 mm, sw frac=52.7%, Seq cells=0, crit path DRT=17.60 ns, routed vias=3997, Slew @ Worst Pin=between 0.5 and 0.6 ns, die area=0.0114 mm², post-synth top area cell=ha_1, distinct lib cells=69, CORE AREA=roughly 0.010 mm², Avg Synthesized Cell Area=6.56 µm², initial drt markers=between 200 and 250, Ant. Diodes=0, Init Core Util=a little under a third, yosys cell count=502, routability cong.=0.987, DRT antenna net count=0, maximum vdd drop=13.5 µV, drt via density=between 5 and 6, Power Internal=0.0000699 W, clock power share=0%, mapped cell area=0.00329 mm², Die H=107 µm, RSZ-0062 raised after global routing=no, Post-CTS Setup Inserts=0, critical path endpoint category=output port, Worst Hold Endpoint=r[26], switching pwr=0.0000778 W, TNS Setup=0 ns, Min Hold Slack=between 9 and 10 ns, most frequent cells in the layout=clkdlybuf4s50_1, nand2_1, nor2_1, area delta synth->final=34.1%, drc violations=0, I/O pin cnt=100, Max Cap Violations=0, most frequent logic cell in the layout=clkdlybuf4s50_1, die width=107 µm, Port Buffers=100, top cells, area=ha_1, xnor2_1, a21oi_1, Final Hold Fails=0, Tot GR Track Use=22.0%, Seq pwr share=0%, Cells after Synth=502, max_slew headroom=about three fifths, register area=0 µm², crit-path max FO=7, clock buf count=0, Synth Seq Share=0%, min-delay src=a[26], wire per inst=17.3 µm, Chip Area, Yosys=between 0.003 and 0.004 mm², leakage=1.69 nW, largest net degree at the start of global routing=37, HPWL Detailed=10.2 mm, # resized after CTS=0, # setup viols final=0, Gate power share=100.0%, CP Class=input pin to output port, Log Warnings=34, post-synth top area share=12.9%, GRT overflow=0, Hold Path Class=input pin to output port, drt first pass iters=4, hold path depth=4, layout cells sized above 1=3.75%, first-pass GRT wire length=19.7 mm, number of global-route vias before repair=3801, final number of max-transition violations=0, antenna violations before repair=0, Critical Path AT=9.80 ns
-- logic make-up (layout without fill, tap and decap cells) --
logic type / Yosys count / in the layout / share of synthesized area, %
AOI/OAI and AO/OA: 162 / 162 / 33.0
and+or+nand+nor: 185 / 185 / 27.1
buffers and inverters: 45 / 130 / 5.59
muxes: 3 / 3 / 0.950
xor gates and xnor gates: 53 / 53 / 14.1
adders and majority gates: 54 / 54 / 19.3
-- stage by stage --
stage / worst slack (ns) / util [%] / instances / cell area (µm²)
floorplan: 9.52 / - / 502 / 3290
global placement: 7.75 / 42.2 / 723 / 4410
detailed placement: 7.81 / 42.2 / 723 / 4410
CTS: 7.79 / 42.2 / 723 / 4410
global route: 7.37 / 42.2 / 723 / 4410
finish: 7.80 / 42.2 / 723 / 4410
-- worst max-delay path by stage --
stage | from | endpoint | cells past startpoint
6_report | b[0] | zero | 20
4_1_cts | b[0] | zero | 20
5_1_grt | b[0] | zero | 22
-- critical path, stage by stage --
cell and delay, ns:
clkdlybuf4s50_1 0.47, inv_1 0.11, ha_1 0.17, nand2b_1 0.08
or4_1 0.45, nor3_1 0.41, a21oi_1 0.15, xnor2_1 0.15
ha_1 0.40, a21oi_1 0.24, o21a_1 0.20, nand2_1 0.06
a21boi_0 0.30, nand3_1 0.12, a32o_1 0.33, nor4_1 0.44
nand4_1 0.16, or4_1 0.52, nor2_1 0.15, clkdlybuf4s50_1 0.48
-- synth_stat cells (4+ instances only) --
library cell and instances:
buf_1 5, nor4_1 4, or3_1 7, inv_1 23
and3_1 4, a211oi_1 4, nand3_1 9, nor3b_1 4
buf_2 6, nand4_1 5, a31oi_1 12, clkbuf_1 9
or4_1 5, nor2b_1 9, a21oi_1 47, xnor2_1 39
nand3b_1 4, nand2_1 54, maj3_1 19, o21ai_0 38
nor2_1 51, nor3_1 17, ha_1 34, a21o_1 10
xor2_1 14
-- metal layers --
metal | GRT usage (%) | vias to the layer above | wire length (µm)
li1 | - | 2027 | -
met5 | 0 | - | 0
met1 | 30.5 | 1790 | 5630
met3 | 3.78 | 9 | 1190
met4 | 3.33 | 0 | 123
met2 | 36.5 | 171 | 5610
-- cell type report --
class / count / area (µm²)
repair buffers: 106 / 1050
inverters: 24 / 90.1
well taps: 136 / 170
multi-input cells: 457 / 3110
fillers: 1117 / 6050
-- power by group through the flow --
| stage | clock network [W] | registers [W] | logic (W) |
|---|---|---|---|
| 4_1_cts | 0 | 0 | 0.000147 |
| 5_1_grt | 0 | 0 | 0.000162 |
| 6_report | 0 | 0 | 0.000148 |
Power and IR drop assume default switching activity.
