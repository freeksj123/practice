==> ./run.sh <==
#!/bin/bash
# OpenROAD 26Q1-2900-gdf79404cd8, Yosys 0.63+post, stock flow scripts
make -C /OpenROAD-flow-scripts/flow DESIGN_CONFIG=/design/flow/config.mk WORK_HOME=/design/flow/orfs finish
==> ./config.mk <==
export PLATFORM = sky130hd
export DESIGN_NAME = cupipeline
export DESIGN_NICKNAME = cupipeline
export VERILOG_FILES = /design/flow/design.v
export SDC_FILE = /design/flow/constraint.sdc
export NUM_CORES = 4
export LEC_CHECK = 1
export CORE_AREA = 10 10 70 70
export DIE_AREA = 0 0 80 80
==> ./constraint.sdc <==
current_design cupipeline

set clk_period 2.9
set clk_io_pct 0.2

create_clock -name clk0 -period $clk_period

set non_clock_inputs [all_inputs -no_clocks]
set_input_delay [expr $clk_period * $clk_io_pct] -clock clk0 $non_clock_inputs
set_output_delay [expr $clk_period * $clk_io_pct] -clock clk0 [all_outputs]
==> ./design.v <==
module cupipeline (op, func, rs, rt, eq, rdex, rdma, readmemex, writeregex, writeregma, readmem, writereg, mem2reg, writemem, aluc, regdes, alusrcb, writepc, branch, writeir, fwda, fwdb);
input [5:0] op;
input [5:0] func;
input [4:0] rs;
input [4:0] rt;
input eq;
input rdex;
input rdma;
input readmemex;
input writeregex;
input writeregma;
output readmem;
output writereg;
output mem2reg;
output writemem;
output [2:0] aluc;
output regdes;
output alusrcb;
output writepc;
output branch;
output writeir;
output fwda;
output fwdb;
wire rtype;
wire isadd;
wire issub;
wire isand;
wire isor;
wire isslt;
wire islw;
wire issw;
wire isbeq;
wire isj;
assign rtype = (op == 0);
assign isadd = (rtype & (func == 6'b100000));
assign issub = (rtype & (func == 6'b100010));
assign isand = (rtype & (func == 6'b100100));
assign isor  = (rtype & (func == 6'b100101));
assign isslt = (rtype & (func == 6'b101010));
assign islw  = (op == 6'b100011);
assign issw  = (op == 6'b101011);
assign isbeq = (op == 6'b000100);
assign isj   = (op == 6'b000010);
assign jump     = isj;
assign branch   = isbeq & zero;
assign writemem = issw;
assign aluc[2]  = issub | isslt | isbeq;
assign aluc[1]  = islw | issw | isadd | issub | isslt | isbeq;
assign aluc[0]  = isor | isslt;
assign alusrcb  = islw | issw;
assign mem2reg  = islw;
assign writereg = islw | isadd | issub | isand | isor | isslt;
assign regdes   = islw;
endmodule
==> Slide: Implementation Results <==
Flow Results at a Glance

Outcome
  • Status: finished clean

Min path
  • Hold path cells: 4
  • Min-delay worst type: input port to primary output

GRT
  • First-pass GRT wire length: 1.131 mm
  • Vias in the first global route: 241
  • All-Layer GR Usage: 2.124%
  • Initial antenna violation count: 0
  • Global routing's busiest layer: met2
  • Met1 Use GR: 2.439%
  • Met3 Use GR: 0.5682%
  • Global route overflow: 0
  • Grt met2 use: 4.013%
  • Largest net degree at the start of global routing: 6

Synthesis
  • Syn avg cell area: 6.175 µm²
  • Cell Type Count: 14
  • Yosys Instances: 31
  • Post-synthesis sequential area ratio: 0%
  • Syn Std Cell Area: 191.4 µm²
  • Synth Instances: 31
  • Yosys stat chip area: 191.4 µm²
  • Synth Warn #: 8

Finish
  • Most frequent logic cell in the layout: clkdlybuf4s50_1
  • Top Layout Cells: 20 x clkdlybuf4s50_1, 6 x nor2_1, 6 x conb_1
  • Finished layout cell area: 415.4 µm²
  • Layout cells sized above 1: 4.082%
  • Syn-to-layout area delta: 117.0%
  • Register area: 0 µm²
  • Clk_buf instances: 0
  • Flops: 0

Routing
  • # DRC: 0
  • Vias per inst: 2.611
  • Ant diodes: 0
  • Initial DRT Pass Iterations: 4
  • Vias: 248
  • DR iter-0 viols: 2
  • WL final: 782 µm
  • Final antenna-violating net count: 0
  • WL/cell: 8.232 µm

STA
  • Post-Route Setup TNS: 0 ns
  • Final hold viol count: 0
  • Slew Limit Fails: 0
  • Final WS setup: 0.2400 ns
  • Final setup vio count: 0
  • Achievable clock frequency: 375.9 MHz
  • RSZ-0062 raised after global routing: no
  • Crit path time final: 2.660 ns
  • Period utilization: 91.72%

Setup path
  • Crit path max fanout: 4
  • Element type at the critical path start: input port
  • CP Class: input port to primary output
  • Worst EP arrival: 2.08 ns
  • Critical Path RT: 2.32 ns
  • Kind of end point of the critical path: primary output

Die
  • FP Rows: 21
  • Core area: 3416 µm²
  • Die ar.: 6400 µm²
  • Pre-Place Util: 5.604%
  • Die width: 80 µm
  • Io pins: 42
  • Die extent in y: 80 µm

Power and ir drop
  • Worst-case vdd ir drop: 0.009644 mV
  • Leak Pwr: 0.0001438 µW
  • Pwr dens: 76.62 nW/µm²
  • Pwr Total: 31.83 µW

Placement
  • Final HPWL DP: 746.4 µm
  • DP Area: 415.4 µm²
  • Routability-driven placement congestion ratio: 0.7298
  • Setup WS pre-CTS: 0.1990 ns
  • IO Port Bufs: 20

CTS
  • Post-CTS Setup Bufs: 0
  • # resized after CTS: 0
  • CTS Hold Bufs: 0

Flow run
  • Max-cap check violation count: 0
  • Log Warnings: 48
-- Yosys cell counts (all sizes together) --
cell | count | area share [%]
a31oi | 3 | 9.8
buf | 7 | 27
conb | 1 | 2.0
inv | 2 | 3.9
nand2 | 1 | 2.0
nand2b | 2 | 6.5
nand4 | 1 | 3.3
nor2 | 6 | 12
nor2b | 2 | 6.5
nor3 | 2 | 7.8
nor4bb | 1 | 5.2
o21ai | 2 | 5.2
o32ai | 1 | 8.5
-- report_power, final --
part	internal (µW)	leakage (µW)	switching, µW
combinational	20.9	0.000144	11.0
clock	0	0	0
sequential	0	0	0
total	20.9	0.000144	11.0
-- critical path, stage by stage --
cell and delay [ns]:
clkdlybuf4s50_1 0.50, nor2_1 0.12, nand2_1 0.11, o32ai_2 0.26, clkdlybuf4s50_1 0.50
-- layout make-up --
type,instances,area [µm²]
fill,397,3000
timing repair buffer,20,200.2
multi-input combinational,27,150.1
tap,46,57.56
inverter,2,7.507
-- path summary, 6_finish.rpt --
kind | startpoint | end
worst max-delay path | op[3] | writereg
worst min-delay path | op[3] | writemem
-- per-stage QoR --
step	instances	hold WS (ns)	utilization (%)
6_report	95	2.192	12.16
5_1_grt	95	2.227	12.16
4_1_cts	95	2.212	12.16
3_5_place_dp	95	2.199	12.16
3_3_place_gp	95	2.202	12.16
2_1_floorplan	36	1.182	-
-- metal layers --
metal / wire, µm / vias to the layer above
li1: - / 130
met1: 305 / 104
met2: 377 / 14
met3: 99 / 0
met4: 0 / 0
met5: 0 / -
-- kinds of logic (layout without fill, tap and decap cells) --
| family | count (synthesis) | after routing | synth area share (%) |
|---|---|---|---|
| buffers and inverters | 9 | 22 | 31.37 |
| other | 1 | 6 | 1.959 |
| and+or+nand+nor | 15 | 15 | 43.13 |
| AOI/OAI and AO/OA | 6 | 6 | 23.53 |
Power figures rest on the tool's default switching activity, not on a simulated workload.
